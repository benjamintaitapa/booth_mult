### /design/flow/design.v
parameter TTPA_BOOTH_ARG_WIDTH = 16;
parameter TTPA_BOOTH_ARG_WIDTH_CLOG             = $clog2(TTPA_BOOTH_ARG_WIDTH);
parameter TTPA_BOOTH_ARG_WIDTH_CLOG_SUB_ONE     = TTPA_BOOTH_ARG_WIDTH_CLOG - 1;
parameter TTPA_BOOTH_ARG_WIDTH_PLUS_ONE = TTPA_BOOTH_ARG_WIDTH + 1;
parameter TTPA_BOOTH_ARG_WIDTH_SUB_ONE = TTPA_BOOTH_ARG_WIDTH - 1;
parameter TTPA_BOOTH_ARG_WIDTH_MUL_TWO = TTPA_BOOTH_ARG_WIDTH * 2;
parameter TTPA_BOOTH_ARG_WIDTH_MUL_TWO_SUB_ONE = TTPA_BOOTH_ARG_WIDTH * 2 - 1;
parameter TTPA_BOOTH_ARG_WIDTH_MUL_TWO_PLUS_ONE = TTPA_BOOTH_ARG_WIDTH * 2 + 1;
parameter TTPA_BOOTH_ARG_WIDTH_MUL_TWO_PLUS_TWO = TTPA_BOOTH_ARG_WIDTH * 2 + 2;
module booth_radix4 (
  input logic [TTPA_BOOTH_ARG_WIDTH_SUB_ONE:0] M,
  input logic [TTPA_BOOTH_ARG_WIDTH_SUB_ONE:0] A,
  input logic clk,
  input logic resetn,
  output logic valid,
  output logic [TTPA_BOOTH_ARG_WIDTH_MUL_TWO_SUB_ONE:0] product
);
reg [TTPA_BOOTH_ARG_WIDTH_PLUS_ONE:0] M_ext;
reg [TTPA_BOOTH_ARG_WIDTH_PLUS_ONE:0] M_neg;
reg [TTPA_BOOTH_ARG_WIDTH_PLUS_ONE:0] M_2;
reg [TTPA_BOOTH_ARG_WIDTH_PLUS_ONE:0] M_neg2;
reg [TTPA_BOOTH_ARG_WIDTH_MUL_TWO_PLUS_ONE:0] partial_product;
reg [TTPA_BOOTH_ARG_WIDTH_CLOG_SUB_ONE:0] count;
logic [TTPA_BOOTH_ARG_WIDTH_MUL_TWO_PLUS_ONE:0] addend;
logic [TTPA_BOOTH_ARG_WIDTH_MUL_TWO_PLUS_ONE:0] pp_se_lsr1;
logic [TTPA_BOOTH_ARG_WIDTH_MUL_TWO_PLUS_ONE:0] pp_se_lsr1_add;
assign M_ext = {{2{M[TTPA_BOOTH_ARG_WIDTH_SUB_ONE]}}, M[TTPA_BOOTH_ARG_WIDTH_SUB_ONE:0]};
assign M_neg  = -M_ext;
assign M_2    = M_ext << 1;
assign M_neg2 = M_neg << 1;
assign pp_se_lsr1 = {partial_product[TTPA_BOOTH_ARG_WIDTH_MUL_TWO_PLUS_ONE], partial_product[TTPA_BOOTH_ARG_WIDTH_MUL_TWO_PLUS_ONE:1]};
assign pp_se_lsr1_add = pp_se_lsr1 + addend;
always_comb begin
  case (partial_product[2:0])
    3'b000         : addend = TTPA_BOOTH_ARG_WIDTH_MUL_TWO_PLUS_TWO'('b0);
    3'b001, 3'b010 : addend = {M_ext, TTPA_BOOTH_ARG_WIDTH'('b0)};
    3'b011         : addend = {M_2, TTPA_BOOTH_ARG_WIDTH'('b0)};
    3'b100         : addend = {M_neg2, TTPA_BOOTH_ARG_WIDTH'('b0)};
    3'b101, 3'b110 : addend = {M_neg, TTPA_BOOTH_ARG_WIDTH'('b0)};
    3'b111         : addend = TTPA_BOOTH_ARG_WIDTH_MUL_TWO_PLUS_TWO'('b0);
    default        : addend = TTPA_BOOTH_ARG_WIDTH_MUL_TWO_PLUS_TWO'(1'bx);
  endcase
end
always_ff @(posedge clk, negedge resetn) begin
  if (resetn == 0) begin
    partial_product <= TTPA_BOOTH_ARG_WIDTH_MUL_TWO_PLUS_TWO'('b0);
    product <= TTPA_BOOTH_ARG_WIDTH_MUL_TWO'('b0);
    count <= 'b0;
    valid <= 0;
  end else begin
    if (count == 0) begin
      partial_product <= {TTPA_BOOTH_ARG_WIDTH_PLUS_ONE'('b0), A[TTPA_BOOTH_ARG_WIDTH_SUB_ONE:0], 1'b0};
      count <= count + 1;
    end
    else begin
      if (count <= TTPA_BOOTH_ARG_WIDTH_CLOG'(TTPA_BOOTH_ARG_WIDTH >> 1)) begin
        partial_product <= {pp_se_lsr1_add[TTPA_BOOTH_ARG_WIDTH_MUL_TWO_PLUS_ONE], pp_se_lsr1_add[TTPA_BOOTH_ARG_WIDTH_MUL_TWO_PLUS_ONE:1]};
        count <= count + 1;
      end
      else
        valid <= 1;
        product <= partial_product[TTPA_BOOTH_ARG_WIDTH_MUL_TWO:1];
    end
  end
end
endmodule : booth_radix4
### /design/flow/run.sh
#!/bin/bash
# OpenROAD 26Q1-2900-gdf79404cd8, Yosys 0.63+post, stock flow scripts
make -C /OpenROAD-flow-scripts/flow DESIGN_CONFIG=/design/flow/config.mk WORK_HOME=/design/flow/orfs finish
### /design/flow/config.mk
export PLATFORM = sky130hd
export DESIGN_NAME = booth_radix4
export DESIGN_NICKNAME = booth_radix4
export VERILOG_FILES = /design/flow/design.v
export SDC_FILE = /design/flow/constraint.sdc
export NUM_CORES = 4
export LEC_CHECK = 1
export CORE_UTILIZATION = 40
export SYNTH_HDL_FRONTEND = slang
### /design/flow/constraint.sdc
current_design booth_radix4

set clk_period 6.2
set clk_io_pct 0.2

create_clock -name clk0 -period $clk_period [get_ports {clk}]

set non_clock_inputs [all_inputs -no_clocks]
set_input_delay [expr $clk_period * $clk_io_pct] -clock clk0 $non_clock_inputs
set_output_delay [expr $clk_period * $clk_io_pct] -clock clk0 [all_outputs]
==> metrics.cfg <==
[floorplanning]
fp_util_pct = 41.6
fp.dieW_um = 112
ios = 67
coreArea_um2 = 11600
rows = 39
fp.dieH_um = 112
die_area_um2 = 12500

[worst_setup_path]
end_kind = register
reg2reg_depth = 14
cp-start-kind = input pin
ff2ff_setup_slack_ns = 1.81
arrival_ns = 5.42
required_ns = 6.45
path_class = input pin to register
cp_max_fo = 5

[synthesis]
top_area_cell = dfrtp_1
syn_avg_cell_area_um2 = 8.74
synth.most_common_cell = dfrtp_1
async_flop_share_pct = 100
synth_stat.cells = 551
ys.warnings.count = 0
ys_sh_simple_pct = 15.9
ys_area_um2 = 4810
ys_sh_adder_pct = 6.24
syn-cell-area_um2 = 4810
synth-main-ff-cell = dfrtp_1
top_cell_area_share_pct = 36.4
area_leaders = dfrtp_1 36%, mux2_2 7.5%, o21ai_0 6.0%, ha_1 5.2%, a21oi_1 5.1%
logic_family = AND-OR/OR-AND gates
top_cells_by_count = 70 x dfrtp_1, 58 x o21ai_0, 54 x nand2_1
ys_seq_share_pct = 36.4
edf_count = 0
ys_types = 58
synthesis.instances = 551
synth-seq-cells = 70
aoi_share_pct = 24.5
xor_share_pct = 4.91
mux_share_pct = 7.90

[timing]
hold_violations = 0
fin_crit_sh_pct = 83.4
setup_violations = 0
tightest_slew_ns = 0.832
hold_ws_ns = 0.467
min_period_ns = 5.17
finalClockSkew_ns = 0.00745
maxSlewViolCount = 0
rsz0062_at_grt = no
setup_tns_ns = 0
max_slew_margin_pct = 44.3
worst_slack_ns = 1.03
fmax_mhz = 193

[cts]
clock-sinks = 70
cts_tree = done
ctsLongestPathBuffers = 2
ctsResizeCount = 0
ctsRootBufferMaster = clkbuf_16
cts_made_buffers = 9
holdBufCountCts = 0
clk_pin_slew_ns = 0.06
postCtsSetupBuffers = 0
clk_latency_ns = 0.33
htree_levels = 3

[placed_design]
dp_hpwl_um = 8490
port_buffers = 66
pre_cts_slack_ns = 0.717
dp.cells = 736
gp_congestion = 0.882

[grt]
grt_pass1_vias = 3998
grt_first_pass_wirelength_um = 20300
grt_max_degree = 73
grt_use_total_pct = 20.7
antenna_found_initial = 0
gr-total-overflow = 0

[status]
outcome = complete, no violations

[worst_hold_path]
hold_depth = 1
hold_path_class = register to register

[pwr]
power.internal_mw = 1.54
powerDensity_nw_per_um2 = 396
vdd_drop_max_v = 0.000242
pwr-share-clk_pct = 23.8
seq_power_share_pct = 33.3
switching_share_pct = 34.0
p_leak_nw = 2.48
p_comb_share_pct = 42.9
p_sw_uw = 795

[routing]
postRouteAntennaNets = 0
drt_wl_total_um = 12100
routed_via_density = 5.62
drt_pass1_iterations = 26
num_vias = 4225
drt_iter0_markers = 310
wl_per_cell_um = 16.1
drc_errors = 0
antenna_cells = 0

[finish]
final_util_pct = 51.1
drive_gt1_share_pct = 12.0
syn_to_final_growth_pct = 22.7
final_cells = 752

[job]
maxCapViolCount = 0
warnings = 26

-- path summary, 6_finish.rpt --
check / to / start
worst min register to register: valid / valid
worst min-delay path: valid / valid
worst max register to register: partial_product[29] / partial_product[0]
min in group asynchronous: product[12] / resetn
worst max-delay path: partial_product[29] / M[0]
max in group asynchronous: product[14] / resetn
-- cells in the final DEF, fill, tap and decap left out, types with 3 or more instances in the layout --
cell	Yosys	layout
inv_1	17	17
clkdlybuf4s50_1	0	65
ha_1	20	20
maj3_1	3	3
nor3_1	9	9
nor4_1	3	3
o21ai_0	58	58
a221oi_1	5	5
dfrtp_1	70	70
a21oi_1	49	49
a21o_1	12	12
nand3_1	6	6
nor2b_1	8	8
xor2_1	9	9
o211ai_1	18	18
nand2_1	54	54
xnor2_1	18	18
o21bai_1	3	3
o31ai_1	3	3
nor2_1	36	35
mux2_2	32	32
clkbuf_16	0	9
buf_4	2	9
o22ai_1	11	11
a31oi_1	8	8
nand4_1	3	3
a22oi_1	4	4
o21a_1	4	4
nand2b_1	19	18
-- final cells by class --
| cell class | count | area, µm² |
|---|---|---|
| clock buffer | 9 | 225 |
| clock inverter | 7 | 97.6 |
| fill | 1076 | 5660 |
| inverter | 17 | 63.8 |
| multi-input combinational | 431 | 2870 |
| sequential | 70 | 1750 |
| tap | 143 | 179 |
| timing repair buffer | 75 | 723 |
-- state kept, by name (all words and copies together), names as in the netlist --
name and count:
partial_product 33, product 32, valid 1, count 4
-- cell families after synthesis --
kind of cell / Yosys count
buf+inv: 50
flops: 70
compound gates: 192
mux: 34
fa+ha+maj: 24
xor+xnor: 27
simple gates: 154
-- metal layers --
layer / GRT usage, % / vias to the layer above / routed length [µm]
li1: - / 2115 / -
met1: 34.3 / 1989 / 6230
met2: 29.6 / 113 / 5120
met3: 4.16 / 8 / 707
met4: 2.34 / 0 / 85
met5: 0 / - / 0
-- stage by stage --
step                      instance area, µm²  total power, mW
final                                   5910             2.34
after CTS                               5910             2.35
after floorplan                         4810             1.38
after global routing                    5910             2.52
after global placement                  5590             1.77
after detailed placement                5590             1.78
-- power by group through the flow --
stage / logic [mW] / registers, mW / clock network (mW)
CTS: 1.00 / 0.780 / 0.570
global route: 1.12 / 0.805 / 0.591
finish: 1.00 / 0.780 / 0.556
-- worst max-delay path, cell delays in order --
cell	delay [ns]
clkdlybuf4s50_1	0.46
inv_1	0.11
ha_1	0.18
or3b_4	0.40
nand2b_4	0.17
nor2_1	0.20
o21ai_0	0.11
a221oi_1	0.33
ha_1	0.34
a2111oi_0	0.45
inv_1	0.11
o21ai_0	0.34
mux2_2	0.38
a211oi_1	0.31
a21oi_1	0.12
a31oi_1	0.17
Power and IR drop assume default switching activity.
